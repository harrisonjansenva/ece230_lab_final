==> flow/design.v <==
module clock_div
#( parameter DIVIDE_BY = 17 )
(
    input clock,
    input reset,
    output div_clock
);
    wire[DIVIDE_BY-1:0] q;
    genvar i;
    dff dff0(
        .reset(reset),
        .clock(clock),
        .D(~q[0]),
        .Q(q[0]),
        .NotQ()
    ); 
    generate
        for (i = 1; i < DIVIDE_BY; i = i + 1) begin: dff_gen
            dff dff_i(
                .reset(reset),
                .clock(q[i-1]),
                .D(~q[i]),
                .Q(q[i]),
                .NotQ()
            );
        end
    endgenerate
    assign div_clock = q[DIVIDE_BY-1];
endmodule
module dff(
    input reset,
    input clock,
    input D,
    output reg Q,
    output NotQ
);
    assign NotQ = ~Q;
    always @(posedge reset, posedge clock) begin
        if (reset) begin
            Q <= 0;
        end else if (clock) begin
            Q <= D;
        end
    end
endmodule
==> flow/run.sh <==
#!/bin/bash
# OpenROAD 26Q1-2900-gdf79404cd8, Yosys 0.63+post, stock flow scripts
make -C /OpenROAD-flow-scripts/flow DESIGN_CONFIG=/design/flow/config.mk WORK_HOME=/design/flow/orfs finish
==> flow/config.mk <==
export PLATFORM = sky130hd
export DESIGN_NAME = clock_div
export DESIGN_NICKNAME = clock_div
export VERILOG_FILES = /design/flow/design.v
export SDC_FILE = /design/flow/constraint.sdc
export NUM_CORES = 4
export LEC_CHECK = 1
export CORE_AREA = 10 10 70 70
export DIE_AREA = 0 0 80 80
==> flow/constraint.sdc <==
current_design clock_div

set clk_period 1.0
set clk_io_pct 0.2

create_clock -name clk0 -period $clk_period [get_ports {clock}]

set non_clock_inputs [all_inputs -no_clocks]
set_input_delay [expr $clk_period * $clk_io_pct] -clock clk0 $non_clock_inputs
set_output_delay [expr $clk_period * $clk_io_pct] -clock clk0 [all_outputs]
==> GITHUB_STEP_SUMMARY <==
### Metrics collected by this job

| Metric | Value |
|---|---|
| Synth unique cells | `2` |
| Post-CTS Repair Setup Buffers | `0` |
| Port Buffers | `2` |
| Wire per inst | `about 5.2 um` |
| Critical Path Fanout Max | `2` |
| Crit path max-delay family | `buffers and inverters` |
| Worst EP arrival | `0.68 ns` |
| Core outline area | `about 3400 um^2` |
| Synth area leader | `dfrtp_1` |
| Worst-path clk slew | `0 ns` |
| 1st-iter DRT viols | `5` |
| Number of diodes | `0` |
| Antenna viol nets, final | `0` |
| Critical Path End Type | `async pin` |
| Fillers | `380` |
| Setup TNS | `0 ns` |
| Mean Syn Cell Area | `14.08 um^2` |
| Global route overflow | `0` |
| MI comb cells | `0` |
| Crit share post-route | `0.4767` |
| DRC violations left | `0` |
| Register pins left without a clock | `16` |
| Initial antenna violation count | `0` |
| Worst Max-Slew Pin Slew | `around 0.19 ns` |
| Worst Setup SP | `reset` |
| Post-CTS Resized | `0` |
| Clock Latency Late Sink | `0 ns` |
| Power Density | `103.4 nW/um^2` |
| Final wirelength | `437 um` |
| Max Fclk | `2098 MHz` |
| Worst VDD drop | `0.1673 mV` |
| Share of cells above drive strength 1 | `0.02632` |
| Global-route wire length before repair | `just over 900 um` |
| Max Cap Viol | `0` |
| Vias per cell | `about 2.2` |
| Hold Vio Cnt, Final | `0` |
| Post-synthesis cell type with the largest instance count | `inv_1` |
| Fin area | `between 500 and 600 um^2` |
| Pin count of the biggest net entering global routing | `17` |
| Via count | `186` |
| Final Max Tran Viols | `0` |
| Unrepaired setup endpoints after global routing | `no` |
| Critical path launch point type | `primary input` |
| Status | `finished, final reports clean` |
| # rows | `21` |
| Final Wtd Congestion | `0.5950` |
| Synthesized cell area | `roughly 500 um^2` |
| HPWL after detailed placement | `around 410 um` |
| Worst path cell trace | `clkdlybuf4s50_1 -> inv_1` |
| Fin crit period | `0.4767 ns` |
| Leakage | `0.2620 nW` |
| Max transition margin | `0.8730` |
| Placed inst area | `578.1 um^2` |
| GRT Util Overall | `0.01623` |
| Req. time, crit path | `1.21 ns` |
| P&R area growth vs syn | `17.26%` |
| Mapped Cells | `35` |
| Vias in the first global route | `roughly 190` |
| Critical setup path kind | `in2async` |
| Setup-failing EPs final | `0` |
| DRT Pass-1 Iters | `2` |
| Die X | `80 um` |
| Synth Register Bits | `17` |
| Worst path buffer plus inverter count | `2` |
| Top cells by area | `dfrtp_1 86%, inv_1 14%` |
| Endpoints left unconstrained | `17` |
| Max-area cell share | `0.8629` |
| Ys async rst share | `1.000` |
| Post-synth EDFFs | `0` |
| Logic area | `0 um^2` |
| Worst min-delay path class | `in2async` |
| Main flop type | `dfrtp_1` |
| Synthesis Warnings | `1` |
| WHS | `roughly 0.37 ns` |
| Seq/Total Area, Yosys | `0.8629` |
| Crit-path slowest cell | `clkdlybuf4s50_1` |
| Hold_buf cts | `0` |
| Yosys stat area | `493.0 um^2` |
| CP peak stage delay | `0.40 ns` |
| Die H | `~80 um` |
| Fp util | `0.1443` |
| Synth top cells by count | `18 x inv_1, 17 x dfrtp_1` |
| Worst Skew | `0 ns` |
| Ports | `3` |
| OpenROAD warnings | `28` |
| Full die area | `6400 um^2` |
| Yosys cell count | `35` |
| Reg-to-Reg Start | `dff0.Q` |
==> final cells by class <==
cell class | instances | area [um^2] | area share
tap | 46 | 57.56 | 0.09957
timing repair buffer | 3 | 27.53 | 0.04762
inverter | 18 | 67.56 | 0.1169
sequential | 17 | 425.4 | 0.7359
==> metrics by stage <==
stage	setup WS (ns)	utilization	total power, mW	std cells
finish	0.5233	0.1692	0.05979	84
global route	0.4742	0.1692	0.06314	84
CTS	0.5081	0.1692	0.06098	84
detailed placement	0.5098	0.1692	0.06098	84
global placement	0.5094	0.1692	0.06011	84
floorplan	0.5341	-	0.05089	35
==> final timing paths <==
path / end / slack (ns) / cells past startpoint
worst min-delay path: dff0.Q / 0.37 / 2
min in group clk0: dff0.Q / 0.41 / 1
worst max-delay path: dff0.Q / 0.52 / 2
worst max register to register: dff0.Q / 0.52 / 1
worst min register to register: dff0.Q / 0.41 / 1
max in group clk0: dff0.Q / 0.52 / 1
==> where the power goes <==
| group | internal (mW) | switching [mW] | total (mW) |
|---|---|---|---|
| clock | 0 | 0 | 0 |
| sequential | 0.0405 | 0 | 0.0405 |
| combinational | 0.00628 | 0.0130 | 0.0193 |
| total | 0.0468 | 0.0130 | 0.0598 |
==> metal layers <==
metal	up-vias	share of wire	global-route usage
met3	0	0.023	0
met4	0	0	0
li1	95	-	-
met1	89	0.58	0.02923
met5	-	0	0
met2	2	0.39	0.02167
==> layout by cell type (no fill, tap or decap), drive strengths merged <==
master          n
buf             1
clkdlybuf4s50   2
dfrtp          17
inv            18
==> registers in the layout (all words and copies together) (netlist names) <==
| signal | cells |
|---|---|
| dff0.Q | 1 |
| dff_gen.dff_i.Q | 16 |
==> cells by family (layout without fill, tap and decap cells) <==
kind of cell,count (synthesis),after routing,synth area share
buf+inv,18,21,0.1370
flops,17,17,0.8629
Power is estimated from default activity; no workload was simulated.
