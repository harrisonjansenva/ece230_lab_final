**./design.v**
```verilog
module seven_seg_decoder(
    input [3:0] A,
    input [3:0] B,
    input [3:0] AplusB,
    input [3:0] AminusB,
    input [3:0] anode,
    output reg [6:0] segs
);
reg [3:0] selected_sig;
always @(*) begin
    case(anode)
        4'b1110: selected_sig <= A;  
        4'b1101: selected_sig <= B;  
        4'b1011: selected_sig <= AplusB;  
        4'b0111: selected_sig <= AminusB;  
        default: selected_sig <= 4'b1111;  
    endcase
end
    always @(*) begin
        case(selected_sig)
            0: segs  = 7'b1000000;        
            1: segs  = 7'b1111001;        
            2: segs  = 7'b0100100;        
            3: segs  = 7'b0110000;        
            4: segs  = 7'b0011001;        
            5: segs  = 7'b0010010;        
            6: segs  = 7'b0000010;        
            7: segs  = 7'b1111000;        
            8: segs  = 7'b0000000;
            9: segs  = 7'b0010000;        
            10: segs = 7'b0001000;        
            11: segs = 7'b0000011;        
            12: segs = 7'b1000110;        
            13: segs = 7'b0100001;        
            14: segs = 7'b0000110;        
            15: segs = 7'b0001110;       
        endcase
    end
endmodule
```
**./config.mk**
```make
export PLATFORM = sky130hd
export DESIGN_NAME = seven_seg_decoder
export DESIGN_NICKNAME = seven_seg_decoder
export VERILOG_FILES = /design/flow/design.v
export SDC_FILE = /design/flow/constraint.sdc
export NUM_CORES = 4
export LEC_CHECK = 1
export CORE_AREA = 10 10 70 70
export DIE_AREA = 0 0 80 80
```
**./run.sh**
```bash
#!/bin/bash
# OpenROAD 26Q1-2900-gdf79404cd8, Yosys 0.63+post, stock flow scripts
make -C /OpenROAD-flow-scripts/flow DESIGN_CONFIG=/design/flow/config.mk WORK_HOME=/design/flow/orfs finish
```
**./constraint.sdc**
```tcl
current_design seven_seg_decoder

set clk_period 3.6
set clk_io_pct 0.2

create_clock -name clk0 -period $clk_period

set non_clock_inputs [all_inputs -no_clocks]
set_input_delay [expr $clk_period * $clk_io_pct] -clock clk0 $non_clock_inputs
set_output_delay [expr $clk_period * $clk_io_pct] -clock clk0 [all_outputs]
```
==> ci_impl_report.md <==
## Synthesis and layout report

| Metric | Value |
|---|---|
| Gr usage total | between 4 and 5% |
| Yosys cell count | ~63 |
| Syn. warnings | 1 |
| Pre-antenna DRT Iters | 2 |
| Gr ovfl total | 0 |
| Setup TNS | 0 ns |
| Max-slew violations | 0 |
| Leakage | between 0.3 and 0.4 nW |
| Unique cell types | 28 |
| CP Max Fanout | 3 |
| Initial antenna violation count | 0 |
| Final WL | roughly 1600 um |
| Number of cells on the critical path | 8 |
| Share of post-route cells with drive strength above 1 | a little under a third |
| Crit path buf inv count | 2 |
| Starting Density | roughly 15% |
| Post-DP HPWL | around 1400 um |
| Vias post-DR | between 600 and 700 |
| Synth Area per Inst | 8.16 um2 |
| Top delay family on crit path | simple AND/OR/NAND/NOR gates |
| Max transition margin | around three quarters |
| PD cells | about 120 nW/um2 |
| Number of cell rows | 21 |
| Routed Antenna Nets | 0 |
| # fillers | 365 |
| Max_cap viols | 0 |
| Area after DPL | about 910 um2 |
| Worst path slowest cell | clkdlybuf4s50_1 |
| # IOs | 27 |
| Type of the worst setup path | input port to output port |
| Outcome | completed |
| Area grow syn2layout | 83.9% |
| CP max stage delay | 0.40 ns |
| Tmin final | between 3 and 4 ns |
| Core ar. | ~3400 um2 |
| Cell count after synthesis | 63 |
| 1st-iter DRT viols | 20 |
| Busiest grt layer | met2 |
| Hold Crit Class | input port to output port |
| Drt wl/cell | between 10 and 15 um |
| Final Setup Violations | 0 |
| N_diodes | 0 |
| Max Fclk | 0.287 GHz |
| CP Cell Sequence | dlygate4sd2_1 > nand4b_1 > or2_2 > a31o_2 > ha_2 > or3_1 > o221a_2 > clkdlybuf4s50_1 |
| Vias in the first global route | 621 |
| Hold_buf cts | 0 |
| Arr. time, crit path | approximately 2.8 ns |
| Met1 GRT Util | a little over 6% |
| Tool warnings | 37 |
| Die W | approximately 80 um |
| Worst VDD drop | approximately 0.043 mV |
| Seq_cells | 0 |
| Worst path required time | roughly 2.9 ns |
| Worst setup EP type | output port |
| Hold depth | 6 |
| YS chip area | 514 um2 |
| Layout Cell Area excl Fill | ~950 um2 |
| Port Buffer Count | 27 |
| GPL Wtd Cong | approximately 0.78 |
| Met3 usage | under 10% |
| Global Route met2 Usage | under 10% |
| Final-layout clock buffer total | 0 |
| Vias per inst | 4.10 |
| First-pass GRT wire length | roughly 2600 um |
| Die height | roughly 80 um |
| Critical Path Source Type | input port |
| DRC viols | 0 |
| Post-route clock period utilization | 96.7% |
| Final Hold Viols | 0 |
| Pin count of the biggest net entering global routing | 14 |
| Reg area | 0 um2 |
| Register area share after synthesis | 0% |
| Die Area | 6400 um2 |
| Cell area after synthesis | a little over 500 um2 |
| Worst-margin pin slew | 0.371 ns |
-- report_power, final --
group	internal [mW]	total, mW	switching [mW]	leakage [nW]
Sequential	0	0	0	0
Clock	0	0	0	0
Combinational	0.0741	0.115	0.0407	0.353
-- routing by layer --
| metal | vias up | wire length, um |
|---|---|---|
| li1 | 320 | - |
| met1 | 275 | 727 |
| met2 | 16 | 703 |
| met3 | 0 | 126 |
| met4 | 0 | 0 |
| met5 | - | 0 |
-- cells in the mapped netlist --
library cell,count,area (um2)
a31oi_2,2,25.0
o22ai_1,3,18.8
nor2_1,1,3.75
or2_4,1,8.76
a21oi_1,4,20.0
and3b_1,1,8.76
inv_1,3,11.3
buf_4,2,15.0
or2_2,1,6.26
nand4b_1,3,26.3
xor2_1,1,8.76
nand2_1,4,15.0
nand3_1,2,10.0
a31o_2,1,8.76
a31o_4,1,17.5
mux2i_1,7,70.1
xnor2_1,1,8.76
nand3b_1,9,67.6
o221a_2,1,11.3
o31ai_1,1,7.51
nor3b_1,1,7.51
or3_1,1,6.26
buf_6,2,22.5
o22a_2,1,10.0
o32ai_1,1,8.76
or2_0,1,6.26
ha_1,6,75.1
o21ai_2,1,8.76
-- stage by stage --
stage / cells / total power, mW / hold slack [ns] / setup slack, ns / utilization [%]
after floorplan: 63 / 0.0485 / 1.74 / 0.545 / -
after global placement: 144 / 0.112 / 2.70 / -0.147 / 26.6
after detailed placement: 144 / 0.113 / 2.69 / -0.173 / 26.6
after CTS: 149 / 0.115 / 2.47 / 0.0947 / 27.5
after global routing: 149 / 0.126 / 2.54 / -0.000558 / 27.7
final: 149 / 0.115 / 2.44 / 0.120 / 27.7
-- worst paths after layout --
check / slack, ns / end / from
setup / recovery: 0.12 / segs[0] / anode[1]
hold / removal: 2.44 / segs[1] / anode[1]
-- kinds of logic after synthesis --
group / after synthesis / synth area share (%)
and+or+nand+nor: 25 / 32.4
AOI/OAI and AO/OA: 16 / 26.5
muxes: 7 / 13.6
buffers and inverters: 7 / 9.49
adders and majority gates: 6 / 14.6
xor gates and xnor gates: 2 / 3.41
-- timing repair --
action                                  CTS  global route
endpoints found under the setup margin    7             3
gates resized                            11             2
buffers inserted                          5             0
pin swaps                                 3             2
-- cells in the final DEF, fill, tap and decap left out --
cell type,Yosys,layout
clkdlybuf4s50_1,0,20
buf_4,2,16
nand3b_1,9,9
mux2i_1,7,7
dlygate4sd2_1,0,7
nand2_1,4,4
a21oi_1,4,4
ha_1,6,4
nand4b_1,3,3
o22ai_1,3,3
nand3_1,2,2
a31oi_2,2,2
inv_2,0,2
ha_2,0,2
or2_2,1,1
and3b_1,1,1
xor2_1,1,1
a31o_2,1,1
or2_1,0,1
or2_4,1,1
nor2_1,1,1
nor3b_1,1,1
o22a_2,1,1
o21ai_2,1,1
a31o_4,1,1
inv_1,3,1
o31ai_2,0,1
o32ai_1,1,1
xnor2_1,1,1
or3_1,1,1
o221a_2,1,1
buf_12,0,1
-- final cells by class --
cell class	instances	area, um2	area share [%]
well taps	46	57.6	6.08
inverters	3	11.3	1.19
repair buffers	44	402	42.5
multi-input cells	56	475	50.3
Power and IR drop assume default switching activity.
