==> design.v <==
module full_adder (
    input [3:0] A,
    input [3:0] B,
    input Cin,
    output [3:0] Sum,
    output Cout
);
    wire [3:0] C; 
    wire [3:0] S; 
    assign C[0] = Cin;
    genvar i;
    generate
        for (i = 0; i < 4; i = i + 1) begin: adder
            assign S[i] = A[i] ^ B[i] ^ C[i];
            assign C[i + 1] = (A[i] & B[i]) | (A[i] & C[i]) | (B[i] & C[i]);
        end
    endgenerate
    assign Sum = S;
    assign Cout = C[4];
endmodule
module math_block(
    input [3:0] A,
    input [3:0] B,
    output [3:0] AplusB,
    output [3:0] AminusB
);
    wire [3:0] Sum;
    wire [3:0] Diff;
    full_adder adder (
        .A(A),
        .B(B),
        .Cin(1'b0), 
        .Sum(Sum),
        .Cout()
    );
    full_adder subtractor (
        .A(A),
        .B(~B), 
        .Cin(1'b1), 
        .Sum(Diff),
        .Cout()
    );
    assign AplusB = Sum;
    assign AminusB = Diff;
endmodule
==> run.sh <==
#!/bin/bash
# OpenROAD 26Q1-2900-gdf79404cd8, Yosys 0.63+post, stock flow scripts
make -C /OpenROAD-flow-scripts/flow DESIGN_CONFIG=/design/flow/config.mk WORK_HOME=/design/flow/orfs finish
==> config.mk <==
export PLATFORM = sky130hd
export DESIGN_NAME = math_block
export DESIGN_NICKNAME = math_block
export VERILOG_FILES = /design/flow/design.v
export SDC_FILE = /design/flow/constraint.sdc
export NUM_CORES = 4
export LEC_CHECK = 1
export CORE_AREA = 10 10 70 70
export DIE_AREA = 0 0 80 80
==> constraint.sdc <==
current_design math_block

set clk_period 3.5
set clk_io_pct 0.2

create_clock -name clk0 -period $clk_period

set non_clock_inputs [all_inputs -no_clocks]
set_input_delay [expr $clk_period * $clk_io_pct] -clock clk0 $non_clock_inputs
set_output_delay [expr $clk_period * $clk_io_pct] -clock clk0 [all_outputs]
==> summary.txt <==
run results: Diodes inserted 0, I/O Buffers 16, FP Util 0.0535, pin count of the biggest net entering global routing 3, vias in the first global route 173, crit path DRT 2800 ps, final wirelength 539 µm, Routed Antenna Nets 0, crit path from B[0], CP endpoint AplusB[2], P_int 44.0 µW, area grow syn2layout 123%, status completed, vias per std cell 1.99, Tot GR Track Use 0.0168, Worst EP arrival 2700 ps, IO Pins 16, hold crit path type in -> out, Top non-seq family adder cells, Core ar. 3420 µm², via count 151, mux share 0, worst vdd ir 0.0579 mV, first-pass GRT wire length 855 µm, clock power share 0, synthesized area 183 µm², DR WL/cell 7.09 µm, crit path launch type input pin, final setup margin 103 ps, crit path kind in -> out, unrepaired setup endpoints after global routing no, stage-log warning count 33, Mean Syn Cell Area 12.2 µm², Max FO, Critical Path 2, Gate Area 168 µm², Mapped Cells 15, Final Cycle Share 0.971, switching power 16.0 µW, CP Capture Type output port, Flops 0, pre-CTS setup slack -189 ps, PD cells 148 nW/µm², yosys cell count 15, Simple-Gate Area Share 0, fraction of power consumed by combinational cells 1.000, die area 6400 µm², initial DRC count 0, DR pass1 iterations 1, clock buf count 0, Filler Cell Count 406, HPWL Detailed 523 µm, Die W 80 µm, min Tclk post-route 3400 ps, Die Ht 80 µm, final setup vio count 0, Cell Type Count 5, share of cells above drive strength 1 0.200, yosys aoi share 0, Overflow after GRT 0, HP Start A[0], drc violations 0, Max Cap Violations 0, chip area line of the yosys report 183 µm², Reg area 0 µm², xor/xnor share 0.260, relative slew slack 0.893, LEAKAGE 0.000166 µW, Yosys warning count 3, initial antenna violation count 0, fmax 294 MHz, pins over their slew limit 0, worst slew pin tran 160 ps, Finished Layout Cells 76, adder share 0.575, setup TNS 0 ps, routability congestion estimate 0.756, sw frac 0.266, Seq/Total Area, Yosys 0, Hold Vio Cnt, Final 0, Flop pwr share 0, row cnt 21, Post-Place Cells 76
-- per-layer routing --
metal	GRT usage	vias up	part of all wire
met5	0	-	0
met4	0	0	0
met3	0.00795	0	0.17
met2	0.0169	16	0.18
met1	0.0297	64	0.64
li1	-	71	-
-- metrics by stage --
step | power [µW] | hold slack (ps) | utilization | area, µm²
after floorplan | 15.6 | 1490 | - | 183
after global placement | 59.4 | 2450 | 0.115 | 393
after detailed placement | 60.1 | 2440 | 0.115 | 393
after CTS | 61.0 | 2300 | 0.118 | 404
after global routing | 68.0 | 2360 | 0.119 | 407
final | 60.0 | 2290 | 0.119 | 407
-- logic make-up after synthesis --
family,after synthesis
adder cells (fa/ha/maj),6
XOR/XNOR,2
buffers and inverters,7
-- cells in the final DEF (no fill, tap or decap), drive strengths merged --
cell           count
inv                6
fa                 4
clkdlybuf4s50     15
ha                 2
dlygate4sd2        1
xor3               2
-- layout make-up --
type	instances	area share
inverter	6	0.0554
multi-input combinational	8	0.412
timing repair buffer	16	0.391
tap	46	0.142
-- how the worst min path moves through the flow --
stage	slack [ps]	end	cells after the start
after global routing	2360	AplusB[0]	5
after CTS	2300	AminusB[0]	5
final	2290	AminusB[0]	5
-- worst max-delay path, cell delays in order --
cell and delay (ps):
clkdlybuf4s50_1 430, ha_2 190, fa_2 350, fa_2 530, clkdlybuf4s50_1 500
-- timing repair --
action | CTS | global route
hold buffers | 0 | 0
hold endpoints to repair | 0 | 0
resized | 6 | 1
pin swaps | 2 | 1
setup buffers | 0 | 0
setup endpoints to repair | 3 | 2
-- cell usage after synthesis, drive strengths merged --
library cell | instances | share of area
inv | 6 | 0.12
ha | 2 | 0.14
fa | 4 | 0.44
buf | 1 | 0.041
xor3 | 2 | 0.26
-- power groups by stage --
stage	registers, µW	logic [µW]	clock network (µW)
after global routing	0	68.0	0
final	0	60.0	0
after CTS	0	61.0	0
No activity file was given, so power comes from the tool's default toggle rates.
